===== flow/design.v =====
module mul #(parameter size = 32) (
    input clk, 
    input rst_n,
    input [size-1:0] op1, op2,
    input [2:0] op,
    output wire [size-1:0] result,
    output done,
    input start
);
    reg[2*size-1:0] mul_temp;
    reg[2*size-1:0] mul_temp_invert;
    reg [size-1:0] mul_op1, mul_op2;
    wire [size-1:0] reg1_data_invert = ~op1 + 1;
    wire [size-1:0] reg2_data_invert = ~op2 + 1;
    reg [1:0] cntr;
    always @(posedge clk or negedge rst_n)
        if(~rst_n) cntr <= 2'b00;
        else 
            if(start) 
                cntr <= cntr + 1'b1; 
            else 
                cntr <= 2'b00;
    always @ (posedge clk) if(start) begin
        case (op)
                3'b000, 3'b011: begin
                    mul_op1 <= op1;
                    mul_op2 <= op2;
                end
                3'b010: begin
                    mul_op1 <= (op1[31] == 1'b1)? (reg1_data_invert): op1;
                    mul_op2 <= op2;
                end
                3'b001: begin
                    mul_op1 <= (op1[31] == 1'b1)? (reg1_data_invert): op1;
                    mul_op2 <= (op2[31] == 1'b1)? (reg2_data_invert): op2;
                end
                default: begin
                    mul_op1 <= op1;
                    mul_op2 <= op2;
                end
        endcase
    end
    always @(posedge clk) begin
        mul_temp <= mul_op1 * mul_op2;
        mul_temp_invert <= ~mul_temp + 1;
    end
    reg [31:0] reg_wdata;
    always @* begin
        case (op)
            3'b000: reg_wdata = mul_temp[31:0];
            3'b011: reg_wdata = mul_temp[63:32];
            3'b001: 
                case ({op1[31], op2[31]})
                    2'b00: reg_wdata = mul_temp[63:32];
                    2'b11: reg_wdata = mul_temp[63:32];
                    2'b10: reg_wdata = mul_temp_invert[63:32];
                    default: reg_wdata = mul_temp_invert[63:32];
                endcase
            3'b010: begin
                if (op1[31] == 1'b1) begin
                    reg_wdata = mul_temp_invert[63:32];
                end else begin
                    reg_wdata = mul_temp[63:32];
                end
            end
        endcase
    end
    assign result = reg_wdata;
    assign done = (cntr == 2'b10);
endmodule

===== flow/run.sh =====
#!/bin/bash
# OpenROAD 26Q1-2900-gdf79404cd8, Yosys 0.63+post, stock flow scripts
make -C /OpenROAD-flow-scripts/flow DESIGN_CONFIG=/design/flow/config.mk WORK_HOME=/design/flow/orfs finish

===== flow/config.mk =====
export PLATFORM = sky130hd
export DESIGN_NAME = mul
export DESIGN_NICKNAME = mul
export VERILOG_FILES = /design/flow/design.v
export SDC_FILE = /design/flow/constraint.sdc
export NUM_CORES = 4
export LEC_CHECK = 1
export CORE_UTILIZATION = 30

===== flow/constraint.sdc =====
current_design mul

set clk_period 18.4
set clk_io_pct 0.2

create_clock -name clk0 -period $clk_period [get_ports {clk}]

set non_clock_inputs [all_inputs -no_clocks]
set_input_delay [expr $clk_period * $clk_io_pct] -clock clk0 $non_clock_inputs
set_output_delay [expr $clk_period * $clk_io_pct] -clock clk0 [all_outputs]

==> PnR_summary.wiki <==
== Implementation results ==
{| class="wikitable"
! Metric !! Value
|-
| Routed length on met2 || 57,100 um
|-
| Fraction of the cycle the final worst path needs || 0.4372
|-
| Synth unique cells || 70
|-
| Maximum fanout encountered on the critical timing path || 32
|-
| Maximum number of pins on one net before global-route repair || 58
|-
| DRC violations left || 0
|-
| Cell breakdown of the critical path || buf_4, nand2_1, fa_1, inv_1, fa_1, fa_1, inv_1, fa_1, inv_1, fa_1, fa_1, fa_1, inv_1, fa_1, inv_1, ha_1, nand2_1, nor3_1, a2111oi_0, a31oi_1, a311oi_1, o31ai_2, a41oi_1, xnor2_1
|-
| Max H-tree Level || 4
|-
| Remaining max-slew budget at the tightest pin || 0.3931
|-
| Final Max Slew Viols || 0
|-
| Worst-case reg-to-reg path depth || 24
|-
| Average cell area after synthesis || 9.372 um^2
|-
| Highest metal used || met5
|-
| Dpl cell area || 43,190 um^2
|-
| Register clock-pin slew on the reported worst setup and hold paths || 0.08 ns
|-
| Max Cap Violations || 0
|-
| Vias in the first global route || 30,630
|-
| Met3 Wirelength || 7660 um
|-
| Share of flip-flops with an asynchronous set or reset after synthesis || 0.01031
|-
| Root Driver || clkbuf_16
|-
| Synthesized netlist cell count || 4,301
|-
| Setup-violating endpoint count in the final report || 0
|-
| Cts hold-fix bufs || 0
|-
| Drt total wl || 112,100 um
|-
| Setup Buffers After CTS || 0
|-
| Number of buffers created by CTS || 17
|-
| Wire length of the first global-routing pass || 177,900 um
|-
| Count of warnings emitted by yosys || 1
|-
| Delay of the slowest critical-path stage || 0.56 ns
|-
| Slew at the pin closest to its max-slew limit || 0.9072 ns
|-
| Summed instance area of the synthesized netlist || 40,310 um^2
|-
| DR iter-0 viols || 1,599
|-
| Post-DP HPWL || 85,510 um
|-
| Global router's overall resource usage || 0.1784
|-
| Critical path's slowest cell || fa_1
|-
| TritonCTS clock tree || yes
|-
| Critical Path AT || 8.36 ns
|-
| Critical path capture point type || flip-flop
|-
| Average wire length per cell after detail routing || 18.56 um
|-
| Clock Skew || 0.02182 ns
|-
| Routed met1 length || 43,610 um
|-
| Cell count listed in synth_stat.txt || 4,301
|-
| Standard-cell row count || 134
|-
| Min Clock Period, post-route || 8.045 ns
|-
| Layout-stage area growth over the synthesis result || 8.716%
|-
| Total stage count of the critical path || 24
|-
| Buffering stage count on the worst path with inverters included || 6
|-
| Critical path's most frequent cell || fa_1
|-
| Worst setup SP type || flip-flop
|-
| Post-CTS resize count || 0
|-
| Post-synthesis chip area from yosys || 40,310 um^2
|-
| Number of warnings in the stage logs || 25
|-
| Final design area excluding fillers || 43,820 um^2
|-
| Gp weighted congestion || 0.9178
|-
| Grt total ovfl || 0
|-
| Number of nets with antenna violations after routing || 0
|-
| Total negative setup slack || 0 ns
|-
| Hold crit path type || flip-flop to flip-flop
|-
| Number of vias after detailed routing || 28,610
|-
| RSZ-0062 raised after global routing || false
|-
| Fraction of layout cells with a size suffix above 1 || 0.03043
|-
| Required time at the endpoint of the critical path || 18.72 ns
|-
| Max Freq || 124.3 MHz
|-
| Die X-Extent || 368.6 um
|-
| Number of iterations in the first detailed-routing pass || 10
|-
| Final core utilization || 0.3283
|-
| Core area || 133,500 um^2
|-
| Family with the most delay on the worst path || adder cells
|-
| Run status || finished clean
|-
| Worst hold slack || 0.4287 ns
|-
| CP Class || flip-flop to flip-flop
|-
| IO Pins || 103
|-
| Die outline area || 135,800 um^2
|-
| Final hold violations || 0
|-
| Number of antenna violations at the first check in global routing || 2
|-
| Insertion delay at the late pin of the worst-skew pair || 0.46 ns
|-
| Count of unclocked register or latch pins || 32
|-
| Number of unconstrained endpoints || 64
|-
| Pre-Place Util || 0.3020
|-
| Number of synthesized flops with an enable pin || 64
|-
| Post-synthesis register bit count || 194
|-
| Cell depth of the worst min-delay path || 1
|-
| Drt via density || 4.737
|-
| Height of the die || 368.6 um
|-
| Most frequently placed logic cell in the final layout || inv_1
|-
| Number of buffers on the longest clock path || 2
|-
| Top cells excl fill/tap || inv_1, fa_1, and2_1
|-
| Port-buffer cells || 102
|-
| Dominant register cell || dfxtp_1
|}
## per-layer routing
layer / track usage / up-vias
li1: - / 12750
met1: 0.2295 / 14720
met2: 0.2989 / 979
met3: 0.05178 / 165
met4: 0.04836 / 2
met5: 0 / -
## final cells by class
type | instances | area, um^2
diodes | 1 | 2.502
clock buffers | 17 | 425.4
clock inverters | 15 | 198.9
fillers | 13700 | 89640
inverters | 917 | 3442
multi-input cells | 2957 | 31620
flip-flops and latches | 194 | 4374
well taps | 1768 | 2212
repair buffers | 172 | 1541
## cell usage after synthesis, types with 55 or more instances
master    count  area share
ha_1        266       0.083
xnor2_1      87       0.019
inv_1       917       0.085
fa_1        896        0.45
nand2_1     489       0.046
xor2_1       55       0.012
clkbuf_1    230       0.021
edfxtp_1     64       0.048
o21ai_0      59      0.0073
a21oi_1      94       0.012
dfxtp_1      96       0.048
nor2_1       75      0.0070
and2_1      622       0.097
## cells by family (layout without fill, tap and decap cells)
group	after synthesis	count (layout)	share of synthesized area
compound gates	314	314	0.05181
xor+xnor	142	142	0.03086
fa+ha+maj	1162	1162	0.5276
buf+inv	1150	1121	0.1072
flops	162	162	0.09660
latches	32	32	0.01192
mux	3	3	0.0008070
other cells	0	1	0
simple gates	1336	1336	0.1733
## metrics by stage
step           setup slack (ns)  std cells
6_report                  10.35       6041
3_5_place_dp              10.41       6008
5_1_grt                   9.870       6040
2_1_floorplan             11.40       4301
4_1_cts                   10.38       6040
3_3_place_gp              10.48       6008
## state kept, by name, indices dropped and copies added, names as in the netlist
register	count
reg_wdata	32
mul_temp_invert	32
mul_op2	32
mul_temp	64
cntr	2
mul_op1	32
## worst paths after layout
check | start | end | slack (ns)
setup / recovery | mul_op1[30] | mul_temp[53] | 10.35
hold / removal | cntr[0] | cntr[0] | 0.43
setup reg to reg | mul_op1[30] | mul_temp[53] | 10.35
hold reg to reg | cntr[0] | cntr[0] | 0.43
max in group asynchronous | rst_n | cntr[0] | 14.90
min in group asynchronous | rst_n | cntr[1] | 3.38
