<file path="design.v">
module AHB_SRAM_CTRL #(
    parameter AW = 14                
)
(
    input  wire             HCLK,      
    input  wire             HRESETn,   
    input  wire             HSEL,      
    input  wire             HREADY,    
    input  wire [1:0]       HTRANS,    
    input  wire [2:0]       HSIZE,     
    input  wire             HWRITE,    
    input  wire [31:0]      HADDR,     
    input  wire [31:0]      HWDATA,   
    output wire [31:0]      HRDATA,       
    output wire             HREADYOUT,
    input  wire [31:0]      SRAMRDATA,    
    output wire [3:0]       SRAMWEN,      
    output wire [31:0]      SRAMWDATA,    
    output wire             SRAMCS,       
    output wire [AW-3:0]    SRAMADDR      
);   
   reg  [(AW-3):0]          buf_addr;         
   reg  [3:0]               buf_we;           
   reg                      buf_hit;          
   reg  [31:0]              buf_data;         
   reg                      buf_pend;         
   reg                      buf_data_en;      
   wire                     ahb_access   = HTRANS[1] & HSEL & HREADY;
   wire                     ahb_write    = ahb_access &  HWRITE;
   wire                     ahb_read     = ahb_access & (~HWRITE);
   wire         buf_pend_nxt = (buf_pend | buf_data_en) & ahb_read;
   wire         ram_write   = (buf_pend | buf_data_en)  & (~ahb_read);  
   assign       SRAMWEN     = {4{ram_write}} & buf_we[3:0];
   assign       SRAMADDR    = ahb_read ? HADDR[AW-1:2] : buf_addr;
   wire         SRAMCS_src; 
   assign       SRAMCS_src  = ahb_read | ram_write;
   assign       SRAMCS      = SRAMCS_src; 
   wire       tx_byte    = (~HSIZE[1]) & (~HSIZE[0]);
   wire       tx_half    = (~HSIZE[1]) &  HSIZE[0];
   wire       tx_word    =   HSIZE[1];
   wire       byte_at_00 = tx_byte & (~HADDR[1]) & (~HADDR[0]);
   wire       byte_at_01 = tx_byte & (~HADDR[1]) &   HADDR[0];
   wire       byte_at_10 = tx_byte &   HADDR[1]  & (~HADDR[0]);
   wire       byte_at_11 = tx_byte &   HADDR[1]  &   HADDR[0];
   wire       half_at_00 = tx_half & (~HADDR[1]);
   wire       half_at_10 = tx_half &   HADDR[1];
   wire       word_at_00 = tx_word;
   wire       byte_sel_0 = word_at_00 | half_at_00 | byte_at_00;
   wire       byte_sel_1 = word_at_00 | half_at_00 | byte_at_01;
   wire       byte_sel_2 = word_at_00 | half_at_10 | byte_at_10;
   wire       byte_sel_3 = word_at_00 | half_at_10 | byte_at_11;
   wire [3:0] buf_we_nxt = { byte_sel_3 & ahb_write,
                             byte_sel_2 & ahb_write,
                             byte_sel_1 & ahb_write,
                             byte_sel_0 & ahb_write };
   always @(posedge HCLK or negedge HRESETn)
     if (~HRESETn)
       buf_data_en <= 1'b0;
     else
       buf_data_en <= ahb_write;
   always @(posedge HCLK)
     if(buf_we[3] & buf_data_en)
       buf_data[31:24] <= HWDATA[31:24];
   always @(posedge HCLK)
     if(buf_we[2] & buf_data_en)
       buf_data[23:16] <= HWDATA[23:16];
   always @(posedge HCLK)
     if(buf_we[1] & buf_data_en)
       buf_data[15: 8] <= HWDATA[15: 8];
   always @(posedge HCLK)
     if(buf_we[0] & buf_data_en)
       buf_data[ 7: 0] <= HWDATA[ 7: 0];
   always @(posedge HCLK or negedge HRESETn)
     if (~HRESETn)
       buf_we <= 4'b0000;
     else if(ahb_write)
       buf_we <= buf_we_nxt;
   always @(posedge HCLK or negedge HRESETn)
     begin
     if (~HRESETn)
       buf_addr <= {(AW-2){1'b0}};
     else if (ahb_write)
         buf_addr <= HADDR[(AW-1):2];
     end
   wire  buf_hit_nxt = (HADDR[AW-1:2] == buf_addr[AW-3 - 0:0]);
   wire [ 3:0] merge1  = {4{buf_hit}} & buf_we;  
   assign HRDATA = {    merge1[3] ? buf_data[31:24] : SRAMRDATA[31:24],
                        merge1[2] ? buf_data[23:16] : SRAMRDATA[23:16],
                        merge1[1] ? buf_data[15: 8] : SRAMRDATA[15: 8],
                        merge1[0] ? buf_data[ 7: 0] : SRAMRDATA[ 7: 0] 
                    };
   always @(posedge HCLK or negedge HRESETn)
     if (~HRESETn)
       buf_hit <= 1'b0;
     else if(ahb_read)
       buf_hit <= buf_hit_nxt;
   always @(posedge HCLK or negedge HRESETn)
     if (~HRESETn)
       buf_pend <= 1'b0;
     else
       buf_pend <= buf_pend_nxt;
   assign SRAMWDATA = (buf_pend) ? buf_data : HWDATA[31:0];
   assign HREADYOUT = 1'b1;
endmodule
</file>
<file path="run.sh">
#!/bin/bash
# OpenROAD 26Q1-2900-gdf79404cd8, Yosys 0.63+post, stock flow scripts
make -C /OpenROAD-flow-scripts/flow DESIGN_CONFIG=/design/flow/config.mk WORK_HOME=/design/flow/orfs finish
</file>
<file path="config.mk">
export PLATFORM = sky130hd
export DESIGN_NAME = AHB_SRAM_CTRL
export DESIGN_NICKNAME = AHB_SRAM_CTRL
export VERILOG_FILES = /design/flow/design.v
export SDC_FILE = /design/flow/constraint.sdc
export NUM_CORES = 4
export LEC_CHECK = 1
export CORE_UTILIZATION = 40
</file>
<file path="constraint.sdc">
current_design AHB_SRAM_CTRL

set clk_period 2.7
set clk_io_pct 0.2

create_clock -name clk0 -period $clk_period [get_ports {HCLK}]

set non_clock_inputs [all_inputs -no_clocks]
set_input_delay [expr $clk_period * $clk_io_pct] -clock clk0 $non_clock_inputs
set_output_delay [expr $clk_period * $clk_io_pct] -clock clk0 [all_outputs]
</file>
==> run summary <==
The flow completed. Floorplan die area landed at 0.00746 mm². Total antenna diodes in the routed design landed at 0. The run finished with clean final reports. Setup repair after global routing left no endpoint under its margin. Per the post-synthesis stats, the area per cell is 12.6 µm². Overall die height landed at 86.4 µm. Looking at the clock tree report, the H-tree level count equals 2.

The worst hold path terminates at buf_addr[2]$_DFFE_PN0P_. Signed area change from the synthesized netlist to the final layout landed at 67.3%. Per the OpenROAD power report, leakage power amounts to 0.00191 µW. According to the dpl log, the detail-placed design has an HPWL of 5470 µm. The share of total power dissipated in the clock network is 0.237. The synthesized instance count is 226.

The initial antenna violation count is 0. Combinational share of power landed at 0.258. The number of cells on the worst reg-to-reg path is 4. For the worst setup path, the data arrival time is 1.95 ns. Tally of unique sky130hd cells used after synthesis landed at 24. Largest fanout of any net on the critical path landed at 11.

In the synthesized netlist the dominant register cell turns out to be sky130_fd_sc_hd__edfxtp_1. Total track usage landed at 0.191. The share of total power dissipated in sequential elements is 0.505. 188 I/O pins were placed.

Fraction of power spent switching nets landed at 0.221. TritonCTS buffer count landed at 5. Via count landed at 2321. Power per cell area landed at 388 mW/mm². Counting the warning lines in the Yosys log gives 1.

Pin count of the biggest net entering global routing landed at 22. Share of post-route cells with drive strength above 1 landed at 0.239. For reference, the final report shows the max-slew violation count at 0. The worst setup path is captured at a primary output.

The clock period could shrink to 2.49 ns. The floorplan step records an initial core utilization of 0.417. Width of the die landed at 86.4 µm.

Number of nets with antenna violations after routing landed at 0. In the final layout, flip-flops and latches occupy 0.00144 mm². The launch point of the worst min-delay path is recorded as buf_addr[2]$_DFFE_PN0P_.

In the power breakdown, the internal column shows 1440 µW. Smallest hold slack landed at 0.527 ns. The share of the Yosys chip area taken by registers is 0.505. Across all register-to-register paths, the minimum setup slack is 1.42 ns.

STA classifies the critical path startpoint as a flip-flop. The tree is rooted in a sky130_fd_sc_hd__clkbuf_8. The detailed router finished its first iteration with 62 violations.

The post-synth count of flops with an enable pin is 32. For this run, asynchronously set or reset flops after synthesis account for 0.373. Maximum clock frequency landed at 0.401 GHz.

Detailed-router iteration count before antenna repair landed at 4. The logs give a warning total of 46. The finished layout reports a core utilization of 0.697. TritonCTS built the clock tree. Via count of the first global-routing pass landed at 2130. Count of buffers from port buffering landed at 166. On the reported timing paths, the clock transition at the registers reads 0.09 ns. Power comes to 1850 µW. The worst hold path belongs to the class flip-flop to flip-flop. The tree built by TritonCTS fans out to 51 sinks. The number of cells on the worst hold path is listed as 2. Worst voltage drop across the vdd grid landed at 0.000296 V.

Counting the fill cells in the layout gives 538. Count of maximum capacitance violations landed at 0. In the finished design, the share of the clock period the worst path needs comes to 0.923.

Final number of setup-violating endpoints landed at 0. Yosys reported a register bit count of 51. Total cells reported by yosys after synthesis landed at 226.

Using the TritonRoute via totals, the vias-per-cell ratio works out to 4.71. CTS reports a maximum clock tree buffer depth of 2. Core box area landed at 0.00683 mm². Summed over all layers, the global routing overflow is 0. The final layout contains routed wiring with a total length of 7160 µm. Worst clock skew on the final layout landed at 0.00719 ns.

Total area of multi-input combinational cells landed at 0.00135 mm². Required arrival time at the worst endpoint landed at 2.16 ns. Placer congestion estimate landed at 0.782. For this sky-water flow run, the detailed-routed wirelength per cell is reported as 14.5 µm. Chip area line of the yosys report landed at 0.00285 mm². The critical path in this run is classified as flip-flop to primary output.

STA lists the startpoint of the worst register-to-register path as buf_addr[3]$_DFFE_PN0P_. Worst-skew pair later-pin latency landed at 0.30 ns. After detailed routing, the number of remaining DRC violations is 0. Net switching power of the design landed at 408 µW.

Area of the mapped netlist landed at 0.00285 mm². Summed negative setup slack over all endpoints landed at 0 ns. Number of hold-repair buffers added at the cts stage landed at 0. The first global-routing pass estimated 10500 µm of wire. In this run the core area contains 30 standard-cell rows. Final-report hold violation count landed at 0. In this run the critical register-to-register path is captured at buf_hit$_DFFE_PN0P_.
## cell usage in the layout, fill, tap and decap left out, drive strengths merged
cell type and count:
nand4b 1, nand2 46, clkdlybuf4s50 162, nor4 3, buf 6, o21ai 5
xor2 12, and2 8, mux2 76, or2 1, nor2 2, edfxtp 32
a21oi 4, nand4 1, dlymetal6s2s 4, clkbuf 9, nand3 1, o21a 1
inv 2, dfrtp 19, nand2b 1, conb 1
## worst max-delay path by stage
stage	startpoint	endpoint	slack, ns
final	buf_pend$_DFF_PN0_	SRAMWDATA[18]	0.21
after CTS	HWRITE	SRAMADDR[0]	0.03
after global routing	buf_pend$_DFF_PN0_	SRAMWDATA[29]	0.12
## synthesized netlist by cell type (3+ instances only)
cell | n | share of area
sky130_fd_sc_hd__a21oi_1 | 4 | 0.0070
sky130_fd_sc_hd__mux2_2 | 70 | 0.28
sky130_fd_sc_hd__buf_2 | 6 | 0.011
sky130_fd_sc_hd__nand2_2 | 4 | 0.0088
sky130_fd_sc_hd__mux2_4 | 6 | 0.032
sky130_fd_sc_hd__and2_1 | 8 | 0.018
sky130_fd_sc_hd__edfxtp_1 | 32 | 0.34
sky130_fd_sc_hd__o21ai_0 | 5 | 0.0088
sky130_fd_sc_hd__nor4_1 | 3 | 0.0066
sky130_fd_sc_hd__nand2_1 | 42 | 0.055
sky130_fd_sc_hd__xor2_1 | 12 | 0.037
sky130_fd_sc_hd__dfrtp_1 | 19 | 0.17
## cells by family (layout without fill, tap and decap cells)
| kind of cell | count (synthesis) | in the layout | share of synthesized area |
|---|---|---|---|
| compound gates | 10 | 10 | 0.0185 |
| xor+xnor | 12 | 12 | 0.0369 |
| buf+inv | 12 | 183 | 0.0224 |
| flops | 51 | 51 | 0.505 |
| mux | 76 | 76 | 0.309 |
| other cells | 1 | 1 | 0.00132 |
| simple gates | 64 | 64 | 0.108 |
## registers in the layout, indices dropped and copies added (netlist names)
register and cells:
buf_data 32, buf_addr 12, buf_we 4, buf_data_en 1
buf_hit 1, buf_pend 1
## stage by stage
| step | instance area, µm² | instances | worst slack, ns |
|---|---|---|---|
| finish | 4760 | 493 | 0.207 |
| global route | 4760 | 493 | 0.121 |
| detailed placement | 4630 | 483 | 0.0340 |
| floorplan | 2850 | 226 | 0.954 |
| CTS | 4720 | 491 | 0.0262 |
| global placement | 4630 | 483 | 0.0343 |
## layer usage
metal,track usage,share of wire,up-vias
met5,0,0,-
met4,0.0167,0.0094,0
met3,0.0522,0.082,5
met2,0.302,0.47,97
met1,0.293,0.44,1070
li1,-,-,1149
## worst max-delay path: stages, from the launching register on
cell,delay [ns]
sky130_fd_sc_hd__dfrtp_1,0.59
sky130_fd_sc_hd__buf_4,0.29
sky130_fd_sc_hd__mux2_2,0.35
sky130_fd_sc_hd__clkdlybuf4s50_1,0.42
## cell type report
| cell class | count | share of cell area |
|---|---|---|
| Timing Repair Buffer | 173 | 0.371 |
| Clock buffer | 8 | 0.0176 |
| Tap cell | 96 | 0.0252 |
| Multi-Input combinational cell | 163 | 0.283 |
| Sequential cell | 51 | 0.302 |
| Inverter | 2 | 0.00158 |
## power groups by stage
| stage | clock network [µW] | logic (µW) | registers (µW) |
|---|---|---|---|
| 5_1_grt | 478 | 519 | 941 |
| 4_1_cts | 451 | 481 | 933 |
| 6_report | 437 | 477 | 934 |
## what timing repair did
| item | 4_1_cts | 5_1_grt |
|---|---|---|
| resized | 0 | 4 |
| setup endpoints to repair | 0 | 8 |
| setup buffers | 0 | 1 |
No activity file was given, so power comes from the tool's default toggle rates.
